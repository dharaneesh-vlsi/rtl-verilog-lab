**flow/config.mk**
```make
export PLATFORM = sky130hd
export DESIGN_NAME = ksa_param
export DESIGN_NICKNAME = ksa_param
export VERILOG_FILES = /design/flow/design.v
export SDC_FILE = /design/flow/constraint.sdc
export NUM_CORES = 4
export LEC_CHECK = 1
export CORE_AREA = 10 10 77 77
export DIE_AREA = 0 0 87 87
```
**flow/constraint.sdc**
```tcl
current_design ksa_param

set clk_period 12.4
set clk_io_pct 0.2

create_clock -name clk0 -period $clk_period

set non_clock_inputs [all_inputs -no_clocks]
set_input_delay [expr $clk_period * $clk_io_pct] -clock clk0 $non_clock_inputs
set_output_delay [expr $clk_period * $clk_io_pct] -clock clk0 [all_outputs]
```
**flow/design.v**
```verilog
module ksa_param #(
    parameter N = 16
)(
    input  [N-1:0] a,
    input  [N-1:0] b,
    input          cin,
    output [N-1:0] sum,
    output         cout
);
    wire [N-1:0] p, g;
    wire [N:0]   c;
    assign c[0] = cin;
    assign p = a ^ b;
    assign g = a & b;
    genvar i;
    generate
        for (i = 0; i < N; i = i + 1) begin : carry_gen
            assign c[i+1] = g[i] | (p[i] & c[i]);
            assign sum[i] = p[i] ^ c[i];
        end
    endgenerate
    assign cout = c[N];
endmodule
```
**flow/run.sh**
```bash
#!/bin/bash
# OpenROAD 26Q1-2900-gdf79404cd8, Yosys 0.63+post, stock flow scripts
make -C /OpenROAD-flow-scripts/flow DESIGN_CONFIG=/design/flow/config.mk WORK_HOME=/design/flow/orfs finish
```
==> results.txt <==
Physical implementation status

At the placement stage, the worst setup path has a slack of 248 ps. The global route total overflow stands at 0. Counting the fill cells in the layout gives 452.

In this run the critical path is formed by clkdlybuf4s50_1 > inv_1 > fa_1 > inv_1 > fa_1 > fa_2 > fa_1 > fa_1 > fa_1 > fa_1 > fa_1 > fa_1 > fa_1 > fa_1 > fa_1 > fa_1 > fa_1 > fa_1 > inv_1 > fa_1 > inv_1 > clkdlybuf4s50_1. Among all stages on the critical path, the largest delay is contributed by clkdlybuf4s50_1. In the final report, the number of endpoints failing setup comes to 0.

Counting stages on the worst path, the most repeated cell is fa_1. The wire length reported by the detailed router stands at 1.61 mm. After layout, the worst setup slack is 353 ps.

The fraction of layout instances using a drive strength above 1 stands at 0.0132. Row generation in the floorplan step produced 24 rows. Per the run report, area growth between synthesis and finish was 159%.

The count of sequential standard cells stands at 0. STA shows the worst min-delay path finishing at sum[15]. At the pin with the least slew margin, the transition time is 101 ps.

STA puts the critical path data arrival time at 9570 ps. The via count of the first global-routing pass stands at 506. The count of input and output buffers stands at 50. The cell count of the worst hold path stands at 5. According to the Yosys statistics, the synthesized design has a chip area of 358 um^2. The overall track demand over capacity in global routing stands at 0.0422.

The unique cell type count in the Yosys netlist stands at 2. After layout, the clock buffer instance count stands at 0. The final sum of negative setup slack stands at 0 ps.

At the floorplan stage, the core utilization is reported as 0.0822. Dividing the final minimum period by the clock period gives 0.972. The average footprint of a synthesized cell stands at 13.8 um^2. The width of the die stands at 87 um. The cell type that accounts for the most area after synthesis is fa_1. For this design the top-level I/O count stands at 50.

For this run, design rule violations remaining after detail routing come to 0. The leakage component of the power stands at 0.365 nW. The yosys synthesis warning count stands at 0. The initial antenna violation count is 0. The final antenna diode tally reported by the flow is 0. In this run the worst path has a maximum fanout of 1.

For this run, the top clock speed supported by timing is 83.0 MHz. The worst setup path is captured at an output pin. Per Yosys stat, the portion of area used by sequential elements is 0. In this run the tools logged warnings totalling 32. The combinational gate area stands at 323 um^2. The count of placed standard cells including taps stands at 128.

The tightest min-delay check is of the input port to output pin type. For reference, the most critical setup path is categorized as input port to output pin. The cell count after synthesis came out at 26.

The total area inside the core boundary comes to 4350 um^2. In this run the vertical extent of the chip is 87 um. Grouping stages by cell kind, the critical path spends the most delay in adder cells.

The post-synthesis cell area stands at 358 um^2. For this run, the detailed router's first-pass iteration total came to 1. The placed wire-length estimate stands at 1.59 mm. The post-layout instance area stands at 926 um^2. The detailed router placed 391 vias in this run.

The data required time at the worst endpoint stands at 9920 ps. The placed instances occupy a cell area of 923 um^2. The total power density per cell area stands at 46.8 nW/um^2. For this run, the number of standard cells in the final layout without fillers is 128.

The final hold violation count recorded for this run is 0. The run finished with clean final reports. The detail-routed net length per standard cell stands at 12.5 um. The worst-case vdd ir drop stands at 18.4 uV. Per the detail_route report, vias per standard cell equal 3.05.

The area fraction of the largest cell type after synthesis is 0.895. The post-cts hold buffer count stands at 0. The starting DRC count in detailed routing stands at 0.

The first-pass GRT wire length stands at 2.53 mm. Per STA, the highest per-stage delay on the worst path measures 460 ps. In the post-synthesis netlist, the biggest area contributors are fa_1 (90%), inv_1 (10%).

After floorplanning, the die was sized to cover 7570 um^2. In this run the maximum-capacitance check reported violations numbering 0. The pin count of the biggest net entering global routing stands at 2. Looking at hold timing, the worst path starts from b[15]. Nets still carrying antenna violations after routing amount to 0. The time the worst path needs with I/O delays and setup stands at 12050 ps. The worst setup path is launched from an input port.

The worst slew margin relative to its limit stands at 0.933. Setup repair after global routing left no endpoint under its margin. The count of buffering cells on the critical path with inverters included stands at 6.

Yosys stat counts 26 cells in the synthesized netlist. The combined flip-flop and latch cell area stands at 0 um^2. The final tally of max-slew violations stands at 0. The last weighted congestion value of the routability-driven placer stands at 0.784.
==> cells in the mapped netlist <==
cell type	number
inv_1	10
fa_1	16
==> final cells by class <==
type               count  share of cell area
well taps             52              0.0703
multi-input cells     16               0.349
inverters             10              0.0405
repair buffers        50               0.541
==> kinds of logic (layout without fill, tap and decap cells) <==
logic type / Yosys count / count (layout) / synth area share
adder cells (fa/ha/maj): 16 / 16 / 0.895
buffers and inverters: 10 / 60 / 0.105
==> per-layer routing <==
layer / vias up / track usage / part of all wire
met5: - / 0 / 0
met4: 0 / 0 / 0
met3: 0 / 0.0528 / 0.34
met2: 51 / 0.0506 / 0.29
met1: 172 / 0.0487 / 0.37
li1: 168 / - / -
==> through the flow <==
stage | power [W] | hold slack, ps | util
floorplan | 0.00000524 | 5070 | -
global placement | 0.0000447 | 6020 | 0.212
detailed placement | 0.0000446 | 6020 | 0.212
CTS | 0.0000448 | 6030 | 0.212
global route | 0.0000491 | 6060 | 0.213
finish | 0.0000434 | 6020 | 0.213
==> timing repair <==
item,4_1_cts,5_1_grt
setup buffers,0,0
endpoints found under the setup margin,0,1
resized,0,1
==> worst max-delay path by stage <==
stage,from,end,depth (start not counted)
after global routing,a[0],sum[15],22
after CTS,a[0],sum[15],22
final,a[0],sum[15],22
==> power by group <==
group	total (W)	switching [W]	internal (W)
clock network	0	0	0
registers	0	0	0
logic	0.0000434	0.0000113	0.0000320
==> layout by cell type (no fill, tap or decap) <==
| cell type | n |
|---|---|
| clkdlybuf4s50_1 | 50 |
| fa_1 | 15 |
| fa_2 | 1 |
| inv_1 | 10 |
Power and IR drop assume default switching activity.
