### flow/config.mk
export PLATFORM = sky130hd
export DESIGN_NAME = alu
export DESIGN_NICKNAME = alu
export VERILOG_FILES = /design/flow/design.v
export SDC_FILE = /design/flow/constraint.sdc
export NUM_CORES = 4
export LEC_CHECK = 1
export CORE_AREA = 10 10 86 86
export DIE_AREA = 0 0 96 96
### flow/constraint.sdc
current_design alu

set clk_period 7.5
set clk_io_pct 0.2

create_clock -name clk0 -period $clk_period

set non_clock_inputs [all_inputs -no_clocks]
set_input_delay [expr $clk_period * $clk_io_pct] -clock clk0 $non_clock_inputs
set_output_delay [expr $clk_period * $clk_io_pct] -clock clk0 [all_outputs]
### flow/design.v
module alu(
    input  [3:0] A, B,
    input  [2:0] sel,
    output reg [7:0] Y
);
always @(*) begin
    case(sel)
        3'b000: Y = A + B;    
        3'b001: Y = A - B;    
        3'b010: Y = A & B;    
        3'b011: Y = A | B;    
        3'b100: Y = A ^ B;    
        3'b101: Y = ~A;       
        3'b110: Y = A * B;    
        3'b111: Y = (A > B);  
        default: Y = 0;
    endcase
end
endmodule
### flow/run.sh
#!/bin/bash
# OpenROAD 26Q1-2900-gdf79404cd8, Yosys 0.63+post, stock flow scripts
make -C /OpenROAD-flow-scripts/flow DESIGN_CONFIG=/design/flow/config.mk WORK_HOME=/design/flow/orfs finish
==> impl_results.rst <==
Physical design figures
=======================

.. list-table::
   :header-rows: 1

   * - Metric
     - Value
   * - Vert. Die Dim
     - roughly 96 um
   * - Site Rows
     - 27
   * - Antenna fix cells
     - 0
   * - Number of stages on the worst hold path
     - 4
   * - Count of final max-slew check failures
     - 0
   * - Instance area after placement
     - 1400 um2
   * - Most frequent cells in the layout
     - sky130_fd_sc_hd__ha_1 (24), sky130_fd_sc_hd__inv_1 (21), sky130_fd_sc_hd__clkdlybuf4s50_1 (19), sky130_fd_sc_hd__nand2_1 (15), sky130_fd_sc_hd__nor2_1 (12)
   * - Largest area contributor in the netlist
     - sky130_fd_sc_hd__ha_1
   * - Critical path fanouts, max
     - 7
   * - Overall die area
     - a little over 9000 um2
   * - Count of routing violations after the opening detailed-route iteration
     - 52
   * - Antenna violation net count after detailed routing
     - 0
   * - Post-synthesis cell count
     - about 150
   * - Area taken by flip-flops and latches
     - 0 um2
   * - Sequential cell count of the final layout
     - 0
   * - Cells along the critical path
     - clkdlybuf4s50_1 -> nand2_1 -> fa_1 -> fa_1 -> inv_1 -> fa_1 -> mux2i_1 -> o211ai_2 -> a31oi_1 -> a21oi_2 -> clkdlybuf4s50_1
   * - CP Depth
     - 11
   * - Post-synthesis chip area from yosys
     - 1190 um2
   * - Number of antenna violations at the first check in global routing
     - 0
   * - Worst hold slack across all endpoints
     - 4.29 ns
   * - Via count of the first global-routing pass
     - 1,111
   * - Top delay family on crit path
     - adder cells
   * - Core utilization before placement
     - 21.5%
   * - Number of logged tool warnings
     - approximately 40
   * - Layout cell share with drive strength beyond 1
     - about 4.3%
   * - Number of warnings issued by yosys
     - 1
   * - Maximum frequency from static timing analysis
     - 0.156 GHz
   * - GRT overflow
     - 0
   * - RSZ-0062 raised after global routing
     - no
   * - Post-route clock period utilization
     - between 80% and 90%
   * - Post-CTS setup buffer count
     - 0
   * - Most common cell after layout, fill and taps aside
     - sky130_fd_sc_hd__ha_1
   * - Setup Viol. Count Final
     - 0
   * - Average size of a mapped cell
     - between 8 and 9 um2
   * - Slew headroom
     - roughly 53%
   * - Critical path start-end classification
     - input pin to primary output
   * - Power density over cell area
     - about 62 nW/um2
   * - Slowest-stage cell, CP
     - sky130_fd_sc_hd__clkdlybuf4s50_1
   * - Worst slew pin tran
     - around 0.71 ns
   * - Floorplan core area
     - roughly 5500 um2
   * - Total of max-cap violations
     - 0
   * - Wire length of the first global-routing pass
     - 5.20 mm
   * - Dominant cells by area after synthesis
     - sky130_fd_sc_hd__ha_1 (25%), sky130_fd_sc_hd__fa_1 (10%), sky130_fd_sc_hd__inv_1 (6.6%), sky130_fd_sc_hd__buf_6 (4.7%), sky130_fd_sc_hd__nand2_1 (4.7%)
   * - Overall via count from detail_route
     - 1,051
   * - Slowest cell delay on critical path
     - 0.63 ns
   * - Final instance area
     - 1400 um2
   * - Met2 Resource Use GR
     - 12.5%
   * - Dpl hpwl
     - 2.51 mm
   * - Total routing resource utilization after global routing
     - slightly below 7%
   * - CP most frequent cell
     - sky130_fd_sc_hd__fa_1
   * - Worst hold path startpoint
     - sel[2]
   * - Data arrival time of the worst path
     - ~4.9 ns
   * - Period minus WS final
     - 6.41 ns
   * - Number of clock-tree buffers in the layout
     - 0
   * - Setup tns final
     - 0 ns
   * - Top-Level Pins
     - 19
   * - Worst ir drop on vdd
     - 13.9 uV
   * - Routed vias/inst
     - 4.51
   * - Kind of end point of the critical path
     - primary output
   * - Buffers plus inverters on the worst setup path
     - 3
   * - Leakage
     - 0.652 nW
   * - Wirelength, routed
     - 2.84 mm
   * - Hold Path Sink
     - Y[0]
   * - P&R area growth vs syn
     - 17.7%
   * - Critical path required time
     - roughly 6 ns
   * - HP Class
     - input pin to primary output
   * - Run status
     - completed
   * - Area share of the largest cell type after synthesis
     - 25.2%
   * - Die Span X
     - 96 um
   * - Most Used Layer, Global Route
     - met2
   * - Register area share after synthesis
     - 0%
   * - Number of buffers added to fix hold violations after cts
     - 0
   * - Met3 demand-to-capacity share in global routing
     - 0.708%
   * - Number of detailed-route iterations in the first pass
     - 3
   * - Element type at the critical path start
     - input pin
   * - Average routed wire per standard cell
     - 12.2 um
   * - Met1 track utilization from global routing
     - about 8.7%
   * - Remaining design rule violation count
     - 0
   * - # Cells Yosys
     - 148
   * - Pin count of the biggest net entering global routing
     - 18
   * - Unique cell type count in the Yosys netlist
     - 46
   * - Number of instances resized during post-cts repair
     - 0
   * - Port bufs
     - 19
   * - Final hold viol count
     - 0
   * - Netlist area before placement
     - 1190 um2
   * - Weighted congestion reported at the end of routability-driven placement
     - 0.839
-- worst max path at each step --
stage                  end  startpoint
final                 Y[3]        A[1]
after CTS             Y[3]        A[1]
after global routing  Y[6]        A[1]
-- final cells by class --
type / count / area, um2
fillers: 624 / 4140
inverters: 22 / 87.6
multi-input cells: 120 / 1030
well taps: 72 / 90.1
repair buffers: 19 / 190
-- layer usage --
metal,up-vias,routed length (um)
met3,0,75
met2,7,1430
met1,491,1340
met4,0,0
li1,553,-
met5,-,0
-- synthesized netlist by cell type (all sizes together) --
cell type	n
a211oi	3
a21o	4
a21oi	7
a221o	1
a22oi	1
a311oi	1
a31oi	1
a32oi	1
and3	2
and4b	1
buf	5
clkbuf	1
clkinv	1
fa	6
ha	24
inv	21
mux2i	3
mux4	1
nand2	15
nand2b	3
nand3b	1
nand4	1
nand4b	1
nand4bb	2
nor2	12
nor3	2
nor3b	3
nor4b	1
o2111ai	1
o211ai	3
o21ai	6
o21ba	1
o21bai	2
o22ai	1
o311a	1
o311ai	1
or2b	1
or4	1
or4b	1
xnor2	1
xor2	3
-- metrics by stage --
step	power [W]	worst slack [ns]	util, %	instances
after floorplan	0.0000605	2.37	-	148
after global placement	0.0000881	1.08	25.3	233
after CTS	0.0000889	1.04	25.3	233
after global routing	0.000101	0.899	25.3	233
after detailed placement	0.0000885	1.05	25.3	233
final	0.0000873	1.09	25.3	233
-- worst min-delay path: cells and delay by family --
kind,cells,cell delay (ns)
and+or+nand+nor,1,0.17
AOI/OAI and AO/OA,1,0.08
buffers and inverters,2,1.04
-- kinds of logic after synthesis --
| logic type | share of synthesized area, % |
|---|---|
| fa+ha+maj | 35.3 |
| mux | 4.73 |
| simple gates | 22.3 |
| compound gates | 21.5 |
| buf+inv | 13.2 |
| xor+xnor | 2.94 |
-- power breakdown --
part / switching, W / internal [W] / total [W]
Combinational: 0.0000439 / 0.0000434 / 0.0000873
Sequential: 0 / 0 / 0
Clock: 0 / 0 / 0
Power figures rest on the tool's default switching activity, not on a simulated workload.
