$ cat config.mk
export PLATFORM = sky130hd
export DESIGN_NAME = rca
export DESIGN_NICKNAME = rca
export VERILOG_FILES = /design/flow/design.v
export SDC_FILE = /design/flow/constraint.sdc
export NUM_CORES = 4
export LEC_CHECK = 1
export CORE_AREA = 10 10 114 114
export DIE_AREA = 0 0 124 124
$ cat design.v
`timescale 1ns/1ps
module rca #(
    parameter N = 32         
)(
    input  [N-1:0] a,
    input  [N-1:0] b,
    input          cin,
    output [N-1:0] sum,
    output         cout
);
    wire [N:0] c;
    assign c[0] = cin;
    genvar i;
    generate
        for (i = 0; i < N; i = i + 1) begin : rca_loop
            assign sum[i] = a[i] ^ b[i] ^ c[i];
            assign c[i+1] = (a[i] & b[i]) | (a[i] & c[i]) | (b[i] & c[i]);
        end
    endgenerate
    assign cout = c[N];
endmodule
$ cat constraint.sdc
current_design rca

set clk_period 11.0
set clk_io_pct 0.2

create_clock -name clk0 -period $clk_period

set non_clock_inputs [all_inputs -no_clocks]
set_input_delay [expr $clk_period * $clk_io_pct] -clock clk0 $non_clock_inputs
set_output_delay [expr $clk_period * $clk_io_pct] -clock clk0 [all_outputs]
$ cat run.sh
#!/bin/bash
# OpenROAD 26Q1-2900-gdf79404cd8, Yosys 0.63+post, stock flow scripts
make -C /OpenROAD-flow-scripts/flow DESIGN_CONFIG=/design/flow/config.mk WORK_HOME=/design/flow/orfs finish
==> results.txt <==
fresh numbers from the pnr run: Final period util 144%, most numerous cell in the Yosys netlist fa_1, post-synth top area share 94.5%, top cells by count, synth fa_1, inv_1, Yosys warnings 0, RSZ-0062 raised after global routing yes, max_slew headroom 89.0%, global-route wire length before repair 5.12 mm, CP Class in -> out, drt drc 0, FP Util 6.51%, Placer Congestion 0.891, Critical Path Most Common Cell fa_2, Post-Syn Area per Cell 16.1 um2, WP data required 8.80 ns, CP Capture Type output port, FILL cells 1136, top cells, area fa_1, inv_1, Overflow after GRT 0, FF+latch area 0 um2, Place WS -5.74 ns, critical path peak fanout 1, Final Non-Filler Cells 276, Core Rows 37, failing checks negative setup slack, Setup Fix Bufs, Post-CTS 0, WL final 3.67 mm, status complete, but fails checks, core area 0.0104 mm2, largest net degree at the start of global routing 2, final hold viol count 0, CP max stage delay 0.40 ns, Combinational Area 718 um2, share of cells above drive strength 1 38.6%, max-capacitance violation count 0, clkbuf count 0, pwr/cell area 51.5 mW/mm2, Tmin final 15.85 ns, drt pass-1 iters 2, number of global-route vias before repair 937, maximum VDD drop 0.0171 mV, final setup fails 16, routed vias 763, drt wl/cell 13.3 um, worst endpoint data arrival time 13.65 ns, tool warnings 35, initial antenna violation count 0, Seq share, synth 0%, Diodes inserted 0, DR vias/cell 2.76, hold path depth 5, chip width 124 um, initial DRC count 6, worst setup slack after layout -4.85 ns, Worst Hold Endpoint sum[0], post-synth top area cell fa_1, HPWL after DPL 3.63 mm, antenna-violating nets left 0, synthesized instance count 42, Final Max Tran Viols 0, synth unique cells 2, Achievable Freq 63.1 MHz, Hold Startpoint b[0], I/O Pins 98, CP max-delay cell clkdlybuf4s50_1, final cell utilization of the core 17.9%, HP Class in -> out, LEAKAGE 0.659 nW, synth-to-layout area growth 175%, YS chip area 678 um2, Post-Syn Area 678 um2, IO buf count 98, post-synthesis cell count from yosys 42, FFs & Latches 0, DIE HEIGHT 124 um, gr usage total 4.36%, Hold Buf Count CTS 0, measured slew at the worst slew-check pin 0.165 ns, Inst Count DP 276, Die Size 0.0154 mm2, CP startpoint kind input port
per-layer routing:
layer	track usage [%]	vias up	routed length, um
li1	-	312	-
met2	6.69	103	1310
met1	4.38	348	1270
met4	0	0	0
met3	4.50	0	1100
met5	0	-	0
final cells by class:
| type | instances | share of cell area, % |
|---|---|---|
| inverter | 10 | 2.95 |
| multi-input combinational | 32 | 38.5 |
| tap | 136 | 9.12 |
| timing repair buffer | 98 | 49.4 |
worst max-delay path: cells and delay by family:
family / cells / cell delay, ns
adders and majority gates: 32 / 10.77
buffers and inverters: 6 / 0.69
cells by family after synthesis:
kind of cell / Yosys count / share of synthesized area (%)
fa+ha+maj: 32 / 94.5
buf+inv: 10 / 5.54
repair_timing:
action / 4_1_cts / 5_1_grt
pin swaps: 1 / 1
resized: 69 / 2
endpoints found under the setup margin: 18 / 17
cell usage in the layout (no fill, tap or decap):
| cell type | synthesis | final |
|---|---|---|
| clkdlybuf4s50_1 | 0 | 77 |
| fa_2 | 0 | 31 |
| buf_2 | 0 | 13 |
| inv_1 | 10 | 5 |
| buf_6 | 0 | 4 |
| inv_2 | 0 | 3 |
| dlygate4sd2_1 | 0 | 3 |
| inv_12 | 0 | 1 |
| inv_6 | 0 | 1 |
| fa_1 | 32 | 1 |
| buf_8 | 0 | 1 |
report_power, final:
part / total (W) / switching [W] / internal [W] / leakage, nW
combinational: 0.0000960 / 0.0000294 / 0.0000666 / 0.659
sequential: 0 / 0 / 0 / 0
clock: 0 / 0 / 0 / 0
worst max path at each step:
| stage | endpoint | startpoint | depth (start not counted) | slack, ns |
|---|---|---|---|---|
| 5_1_grt | cout | a[0] | 38 | -5.14 |
| 4_1_cts | cout | a[0] | 38 | -4.92 |
| 6_report | cout | a[0] | 38 | -4.85 |
through the flow:
step           power (W)  setup TNS [ns]  cell area (um2)  hold WS [ns]
2_1_floorplan  0.0000132          -33.99              773          4.55
3_3_place_gp    0.000109          -55.34             1920          5.47
3_5_place_dp    0.000109          -55.93             1920          5.47
4_1_cts        0.0000979          -42.03             1850          5.16
5_1_grt         0.000109          -44.56             1870          5.19
6_report       0.0000960          -40.98             1870          5.15
Power and IR drop assume default switching activity.
